## /design/flow/design.v

```verilog
module arb (
        req,
        grt,
        clk,
        rst_
);
input  [4:0]  req;
output [4:0]  grt;
input             clk, rst_;
assign  grt[0]  =                   req[0];
assign  grt[1]  = (req[0]   == 0) & req[1];
assign  grt[2]  = (req[1:0] == 0) & req[2];
assign  grt[3]  = (req[2:0] == 0) & req[3];
assign  grt[4]  = (req[3:0] == 0) & req[4];
endmodule
module cb (
        idata_0,
        ivalid_0,
        ivch_0,
        port_0,
        req_0,
        grt_0,
        idata_1,
        ivalid_1,
        ivch_1,
        port_1,
        req_1,
        grt_1,
        idata_2,
        ivalid_2,
        ivch_2,
        port_2,
        req_2,
        grt_2,
        idata_3,
        ivalid_3,
        ivch_3,
        port_3,
        req_3,
        grt_3,
        idata_4,
        ivalid_4,
        ivch_4,
        port_4,
        req_4,
        grt_4,
        odata_0,
        ovalid_0,
        ovch_0,
        odata_1,
        ovalid_1,
        ovch_1,
        odata_2,
        ovalid_2,
        ovch_2,
        odata_3,
        ovalid_3,
        ovch_3,
        odata_4,
        ovalid_4,
        ovch_4,
        clk,
        rst_
);
input   [34:0]      idata_0;
input                   ivalid_0;
input   [0:0]       ivch_0;
input   [2:0]      port_0;
input                   req_0;
output  [4:0]       grt_0;
input   [34:0]      idata_1;
input                   ivalid_1;
input   [0:0]       ivch_1;
input   [2:0]      port_1;
input                   req_1;
output  [4:0]       grt_1;
input   [34:0]      idata_2;
input                   ivalid_2;
input   [0:0]       ivch_2;
input   [2:0]      port_2;
input                   req_2;
output  [4:0]       grt_2;
input   [34:0]      idata_3;
input                   ivalid_3;
input   [0:0]       ivch_3;
input   [2:0]      port_3;
input                   req_3;
output  [4:0]       grt_3;
input   [34:0]      idata_4;
input                   ivalid_4;
input   [0:0]       ivch_4;
input   [2:0]      port_4;
input                   req_4;
output  [4:0]       grt_4;
output  [34:0]      odata_0;
output                  ovalid_0;
output  [0:0]       ovch_0;
output  [34:0]      odata_1;
output                  ovalid_1;
output  [0:0]       ovch_1;
output  [34:0]      odata_2;
output                  ovalid_2;
output  [0:0]       ovch_2;
output  [34:0]      odata_3;
output                  ovalid_3;
output  [0:0]       ovch_3;
output  [34:0]      odata_4;
output                  ovalid_4;
output  [0:0]       ovch_4;
input                   clk;
input                   rst_;
wire    [4:0]     cb_sel_0;
wire    [4:0]     cb_sel_1;
wire    [4:0]     cb_sel_2;
wire    [4:0]     cb_sel_3;
wire    [4:0]     cb_sel_4;
wire    [4:0]     cb_grt_0;
wire    [4:0]     cb_grt_1;
wire    [4:0]     cb_grt_2;
wire    [4:0]     cb_grt_3;
wire    [4:0]     cb_grt_4;
muxcont #( 0 ) muxcont_0 (
        .port_0   ( port_0   ),
        .req_0    ( req_0    ),
        .port_1   ( port_1   ),
        .req_1    ( req_1    ),
        .port_2   ( port_2   ),
        .req_2    ( req_2    ),
        .port_3   ( port_3   ),
        .req_3    ( req_3    ),
        .port_4   ( port_4   ),
        .req_4    ( req_4    ),
        .sel ( cb_sel_0 ),
        .grt ( cb_grt_0 ),
        .clk ( clk  ),
        .rst_( rst_ )
);
muxcont #( 1 ) muxcont_1 (
        .port_0   ( port_0   ),
        .req_0    ( req_0    ),
        .port_1   ( port_1   ),
        .req_1    ( req_1    ),
        .port_2   ( port_2   ),
        .req_2    ( req_2    ),
        .port_3   ( port_3   ),
        .req_3    ( req_3    ),
        .port_4   ( port_4   ),
        .req_4    ( req_4    ),
        .sel ( cb_sel_1 ),
        .grt ( cb_grt_1 ),
        .clk ( clk  ),
        .rst_( rst_ )
);
muxcont #( 2 ) muxcont_2 (
        .port_0   ( port_0   ),
        .req_0    ( req_0    ),
        .port_1   ( port_1   ),
        .req_1    ( req_1    ),
        .port_2   ( port_2   ),
        .req_2    ( req_2    ),
        .port_3   ( port_3   ),
        .req_3    ( req_3    ),
        .port_4   ( port_4   ),
        .req_4    ( req_4    ),
        .sel ( cb_sel_2 ),
        .grt ( cb_grt_2 ),
        .clk ( clk  ),
        .rst_( rst_ )
);
muxcont #( 3 ) muxcont_3 (
        .port_0   ( port_0   ),
        .req_0    ( req_0    ),
        .port_1   ( port_1   ),
        .req_1    ( req_1    ),
        .port_2   ( port_2   ),
        .req_2    ( req_2    ),
        .port_3   ( port_3   ),
        .req_3    ( req_3    ),
        .port_4   ( port_4   ),
        .req_4    ( req_4    ),
        .sel ( cb_sel_3 ),
        .grt ( cb_grt_3 ),
        .clk ( clk  ),
        .rst_( rst_ )
);
muxcont #( 4 ) muxcont_4 (
        .port_0   ( port_0   ),
        .req_0    ( req_0    ),
        .port_1   ( port_1   ),
        .req_1    ( req_1    ),
        .port_2   ( port_2   ),
        .req_2    ( req_2    ),
        .port_3   ( port_3   ),
        .req_3    ( req_3    ),
        .port_4   ( port_4   ),
        .req_4    ( req_4    ),
        .sel ( cb_sel_4 ),
        .grt ( cb_grt_4 ),
        .clk ( clk  ),
        .rst_( rst_ )
);
mux mux_0 (
        .idata_0  ( idata_0  ),
        .ivalid_0 ( ivalid_0 ),
        .ivch_0   ( ivch_0   ),
        .idata_1  ( idata_1  ),
        .ivalid_1 ( ivalid_1 ),
        .ivch_1   ( ivch_1   ),
        .idata_2  ( idata_2  ),
        .ivalid_2 ( ivalid_2 ),
        .ivch_2   ( ivch_2   ),
        .idata_3  ( idata_3  ),
        .ivalid_3 ( ivalid_3 ),
        .ivch_3   ( ivch_3   ),
        .idata_4  ( idata_4  ),
        .ivalid_4 ( ivalid_4 ),
        .ivch_4   ( ivch_4   ),
        .odata  ( odata_0    ),
        .ovalid ( ovalid_0   ),
        .ovch   ( ovch_0     ),
        .sel ( cb_sel_0 )
);
mux mux_1 (
        .idata_0  ( idata_0  ),
        .ivalid_0 ( ivalid_0 ),
        .ivch_0   ( ivch_0   ),
        .idata_1  ( idata_1  ),
        .ivalid_1 ( ivalid_1 ),
        .ivch_1   ( ivch_1   ),
        .idata_2  ( idata_2  ),
        .ivalid_2 ( ivalid_2 ),
        .ivch_2   ( ivch_2   ),
        .idata_3  ( idata_3  ),
        .ivalid_3 ( ivalid_3 ),
        .ivch_3   ( ivch_3   ),
        .idata_4  ( idata_4  ),
        .ivalid_4 ( ivalid_4 ),
        .ivch_4   ( ivch_4   ),
        .odata  ( odata_1    ),
        .ovalid ( ovalid_1   ),
        .ovch   ( ovch_1     ),
        .sel ( cb_sel_1 )
);
mux mux_2 (
        .idata_0  ( idata_0  ),
        .ivalid_0 ( ivalid_0 ),
        .ivch_0   ( ivch_0   ),
        .idata_1  ( idata_1  ),
        .ivalid_1 ( ivalid_1 ),
        .ivch_1   ( ivch_1   ),
        .idata_2  ( idata_2  ),
        .ivalid_2 ( ivalid_2 ),
        .ivch_2   ( ivch_2   ),
        .idata_3  ( idata_3  ),
        .ivalid_3 ( ivalid_3 ),
        .ivch_3   ( ivch_3   ),
        .idata_4  ( idata_4  ),
        .ivalid_4 ( ivalid_4 ),
        .ivch_4   ( ivch_4   ),
        .odata  ( odata_2    ),
        .ovalid ( ovalid_2   ),
        .ovch   ( ovch_2     ),
        .sel ( cb_sel_2 )
);
mux mux_3 (
        .idata_0  ( idata_0  ),
        .ivalid_0 ( ivalid_0 ),
        .ivch_0   ( ivch_0   ),
        .idata_1  ( idata_1  ),
        .ivalid_1 ( ivalid_1 ),
        .ivch_1   ( ivch_1   ),
        .idata_2  ( idata_2  ),
        .ivalid_2 ( ivalid_2 ),
        .ivch_2   ( ivch_2   ),
        .idata_3  ( idata_3  ),
        .ivalid_3 ( ivalid_3 ),
        .ivch_3   ( ivch_3   ),
        .idata_4  ( idata_4  ),
        .ivalid_4 ( ivalid_4 ),
        .ivch_4   ( ivch_4   ),
        .odata  ( odata_3    ),
        .ovalid ( ovalid_3   ),
        .ovch   ( ovch_3     ),
        .sel ( cb_sel_3 )
);
mux mux_4 (
        .idata_0  ( idata_0  ),
        .ivalid_0 ( ivalid_0 ),
        .ivch_0   ( ivch_0   ),
        .idata_1  ( idata_1  ),
        .ivalid_1 ( ivalid_1 ),
        .ivch_1   ( ivch_1   ),
        .idata_2  ( idata_2  ),
        .ivalid_2 ( ivalid_2 ),
        .ivch_2   ( ivch_2   ),
        .idata_3  ( idata_3  ),
        .ivalid_3 ( ivalid_3 ),
        .ivch_3   ( ivch_3   ),
        .idata_4  ( idata_4  ),
        .ivalid_4 ( ivalid_4 ),
        .ivch_4   ( ivch_4   ),
        .odata  ( odata_4    ),
        .ovalid ( ovalid_4   ),
        .ovch   ( ovch_4     ),
        .sel ( cb_sel_4 )
);
assign grt_0[0]  = cb_grt_0[0];
assign grt_0[1]  = cb_grt_1[0];
assign grt_0[2]  = cb_grt_2[0];
assign grt_0[3]  = cb_grt_3[0];
assign grt_0[4]  = cb_grt_4[0];
assign grt_1[0]  = cb_grt_0[1];
assign grt_1[1]  = cb_grt_1[1];
assign grt_1[2]  = cb_grt_2[1];
assign grt_1[3]  = cb_grt_3[1];
assign grt_1[4]  = cb_grt_4[1];
assign grt_2[0]  = cb_grt_0[2];
assign grt_2[1]  = cb_grt_1[2];
assign grt_2[2]  = cb_grt_2[2];
assign grt_2[3]  = cb_grt_3[2];
assign grt_2[4]  = cb_grt_4[2];
assign grt_3[0]  = cb_grt_0[3];
assign grt_3[1]  = cb_grt_1[3];
assign grt_3[2]  = cb_grt_2[3];
assign grt_3[3]  = cb_grt_3[3];
assign grt_3[4]  = cb_grt_4[3];
assign grt_4[0]  = cb_grt_0[4];
assign grt_4[1]  = cb_grt_1[4];
assign grt_4[2]  = cb_grt_2[4];
assign grt_4[3]  = cb_grt_3[4];
assign grt_4[4]  = cb_grt_4[4];
endmodule
module mux (
        idata_0,
        ivalid_0,
        ivch_0,
        idata_1,
        ivalid_1,
        ivch_1,
        idata_2,
        ivalid_2,
        ivch_2,
        idata_3,
        ivalid_3,
        ivch_3,
        idata_4,
        ivalid_4,
        ivch_4,
        sel,
        odata,
        ovalid,
        ovch
);
input    [34:0]    idata_0;
input                  ivalid_0;
input    [0:0]     ivch_0;
input    [34:0]    idata_1;
input                  ivalid_1;
input    [0:0]     ivch_1;
input    [34:0]    idata_2;
input                  ivalid_2;
input    [0:0]     ivch_2;
input    [34:0]    idata_3;
input                  ivalid_3;
input    [0:0]     ivch_3;
input    [34:0]    idata_4;
input                  ivalid_4;
input    [0:0]     ivch_4;
input    [4:0]     sel;
output   [34:0]    odata;
output                 ovalid;
output   [0:0]     ovch;
assign odata =
                (sel == 5'b00001) ? idata_0 :
                (sel == 5'b00010) ? idata_1 :
                (sel == 5'b00100) ? idata_2 :
                (sel == 5'b01000) ? idata_3 :
                (sel == 5'b10000) ? idata_4 :
                35'b0;
assign ovalid =
                (sel == 5'b00001) ? ivalid_0 :
                (sel == 5'b00010) ? ivalid_1 :
                (sel == 5'b00100) ? ivalid_2 :
                (sel == 5'b01000) ? ivalid_3 :
                (sel == 5'b10000) ? ivalid_4 :
                1'b0;
assign ovch =
                (sel == 5'b00001) ? ivch_0 :
                (sel == 5'b00010) ? ivch_1 :
                (sel == 5'b00100) ? ivch_2 :
                (sel == 5'b01000) ? ivch_3 :
                (sel == 5'b10000) ? ivch_4 :
                1'b0;
endmodule
module muxcont (
        port_0,
        req_0,
        port_1,
        req_1,
        port_2,
        req_2,
        port_3,
        req_3,
        port_4,
        req_4,
        sel,
        grt,
        clk,
        rst_
);
parameter       PORTID = 0;
input  [2:0] port_0;
input             req_0;
input  [2:0] port_1;
input             req_1;
input  [2:0] port_2;
input             req_2;
input  [2:0] port_3;
input             req_3;
input  [2:0] port_4;
input             req_4;
output [4:0]  sel;
output [4:0]  grt;
input             clk, rst_;
reg    [4:0]  last;
wire   [4:0]  req;
wire   [4:0]  grt0;
wire   [4:0]  hold;
wire              anyhold;
assign  req[0]  = req_0 & (port_0 == PORTID);
assign  req[1]  = req_1 & (port_1 == PORTID);
assign  req[2]  = req_2 & (port_2 == PORTID);
assign  req[3]  = req_3 & (port_3 == PORTID);
assign  req[4]  = req_4 & (port_4 == PORTID);
assign  hold    = last & req;
assign  anyhold = |hold;
assign  sel     = last;
always @ (posedge clk) begin
        if (rst_ == 1'b0)
                last    <= 5'b0;
        else if (last != grt)
                last    <= grt;
end
assign  grt[0]  = anyhold ? hold[0] : grt0[0];
assign  grt[1]  = anyhold ? hold[1] : grt0[1];
assign  grt[2]  = anyhold ? hold[2] : grt0[2];
assign  grt[3]  = anyhold ? hold[3] : grt0[3];
assign  grt[4]  = anyhold ? hold[4] : grt0[4];
arb a0 (
        .req ( req  ),
        .grt ( grt0 ),
        .clk ( clk  ),
        .rst_( rst_ )
);
endmodule
```

## /design/flow/run.sh

```bash
#!/bin/bash
# OpenROAD 26Q1-2900-gdf79404cd8, Yosys 0.63+post, stock flow scripts
make -C /OpenROAD-flow-scripts/flow DESIGN_CONFIG=/design/flow/config.mk WORK_HOME=/design/flow/orfs finish
```

## /design/flow/config.mk

```make
export PLATFORM = sky130hd
export DESIGN_NAME = cb
export DESIGN_NICKNAME = cb
export VERILOG_FILES = /design/flow/design.v
export SDC_FILE = /design/flow/constraint.sdc
export NUM_CORES = 4
export LEC_CHECK = 1
export CORE_AREA = 10 10 247 247
export DIE_AREA = 0 0 257 257
```

## /design/flow/constraint.sdc

```tcl
current_design cb

set clk_period 9.9
set clk_io_pct 0.2

create_clock -name clk0 -period $clk_period [get_ports {clk}]

set non_clock_inputs [all_inputs -no_clocks]
set_input_delay [expr $clk_period * $clk_io_pct] -clock clk0 $non_clock_inputs
set_output_delay [expr $clk_period * $clk_io_pct] -clock clk0 [all_outputs]
```

==> deck_impl_summary.md <==
Run Summary

STA
  – RSZ-0062 raised after global routing: no
  – Hold Vio Cnt, Final: 0
  – Slew @ Worst Pin: between 0.8 and 0.9 ns
  – Hold Slack: 0.653 ns
  – Slew headroom: 44.9%
  – Final period util: 64.1%
  – Count of pins over their slew limit: 0
  – # setup viols final: 0
  – Clock skew after layout: 0.00148 ns
  – F_max: 158 MHz
  – Final min period: 6.35 ns
  – Setup_tns: 0 ns

Worst setup path
  – Reg-to-reg critical path startpoint: muxcont_3.last[4]
  – RR Endpoint: muxcont_3.last[1]
  – Cell depth of the worst flop-to-flop path: 5
  – CP Class: in -> out
  – Critical path endpoint: grt_1[4]
  – Setup crit start kind: input port
  – Reg2Reg Setup Slack: 8.00 ns
  – CP Data Arrival Time: 4.37 ns
  – CP required: 7.92 ns
  – Critical Path End Type: primary output
  – CP max FO: 8
  – CP Launch Point: port_4[0]

Route
  – Routed vias: ~11,000
  – WL final: 59,500 µm
  – DR iter-0 viols: between 2,000 and 2,500
  – First-pass DRT Iterations: 10
  – Routed Antenna Nets: 0
  – DR WL/cell: 29.3 µm
  – ANT cells: 0
  – Via density: 5.56
  – DRC: 0

Logic synthesis
  – Post-synth regs: 25
  – Post-synth EDFFs: 0
  – Post-Syn Instances: 919
  – Synthesized area: ~6500 µm²
  – Ys Warns: 5
  – Post-synth seq share: 7.72%
  – # Cells Yosys: between 900 and 1,000
  – YS chip area: approximately 6500 µm²
  – Synth cell types: 57
  – Commonest flop: dfxtp_1
  – Async set or reset register ratio after synthesis: 0%
  – Mapped Avg Cell Area: 7.06 µm²

Floorplanning
  – IO Count: 417
  – Initial core utilization: a little under an eighth
  – Chip height: 257 µm
  – Core area: 55,300 µm²
  – Chip area: ~66,000 µm²
  – Num rows: 86
  – Die width: 257 µm

Power
  – Pwr dens: between 40 and 50 nW/µm²
  – Max VDD drop: 50.1 µV
  – P_leak: about 4.2 nW

Hold path
  – Min-delay src: muxcont_1.last[0]
  – Min-delay worst type: reg -> reg

GRT
  – All-Layer GR Usage: 16.9%
  – Grt ovf: 0
  – Antenna violations before repair: 6
  – First-pass GRT wire length: 82,500 µm
  – Vias in the first global route: 10,941
  – Largest net degree at the start of global routing: 38

CTS
  – Num CTS Buffers: 3
  – Number of setup buffers added after CTS: 0
  – Longest Clk Path Bufs: 2
  – CTS tree: yes
  – Clock transition at path regs: 0.07 ns
  – CTS Sinks: 25
  – Worst-Skew Late Latency: 0.26 ns
  – H-tree Lvls: 1
  – CTS resizes: 0
  – Root Buffer: clkbuf_16
  – Post-CTS Hold Buffers: 0

Flow run
  – OpenROAD warnings: 25
  – Max cap viols: 0

Place
  – Port bufs: 416
  – Placer Congestion: a little over 0.9
  – Detail Placement HPWL: about 45,000 µm
  – Placed insts: 2,028
  – Placed Area: 11,600 µm²

Finish
  – Layout area overhead: 79.9%
  – Final Util: between 20% and 30%
  – Post-route cell area: 11,700 µm²
  – Layout cells sized above 1: 6.78%
  – Post-Layout Cell Count: 2,032

Status
  – Outcome: complete, no violations
==> cell usage after synthesis, drive strengths merged, types with 2 or more instances <==
library cell	number	share of area (%)
a2111oi	2	0.37
a21boi	2	0.23
a21oi	13	1.1
a222oi	159	25
a22oi	215	25
a31oi	31	3.0
a32oi	3	0.52
a41oi	2	0.27
and2	18	1.7
and3	11	1.1
and4b	6	0.93
and4bb	4	0.77
buf	38	2.9
clkbuf	59	3.4
dfxtp	25	7.7
inv	9	0.52
nand2	170	9.8
nand3	8	0.62
nand4b	4	0.64
nand4bb	5	0.87
nor2	59	3.4
nor2b	5	0.48
nor3	15	1.9
nor3b	7	1.5
nor4	3	0.29
nor4b	4	0.96
nor4bb	8	1.3
o211a	2	0.31
o211ai	3	0.35
o21a	4	0.46
o21ai	3	0.23
or2	2	0.19
or3	8	0.93
or3b	2	0.27
or4b	2	0.31
==> kinds of logic after synthesis <==
logic type      Yosys count  synth area share [%]
simple gates            343                  28.2
compound gates          444                  57.0
mux                       1                 0.174
buf+inv                 106                  6.85
flops                    25                  7.72
==> sequential cells by signal, indices dropped and copies added, names as in the netlist <==
signal          flops
muxcont_2.last      5
muxcont_4.last      5
muxcont_3.last      5
muxcont_0.last      5
muxcont_1.last      5
==> power breakdown <==
group / total (W) / switching, W / internal [W]
sequential: 0.000107 / 0.00000457 / 0.000103
clock: 0.0000914 / 0.0000366 / 0.0000548
combinational: 0.000378 / 0.000177 / 0.000200
total: 0.000576 / 0.000219 / 0.000358
==> worst max-delay path: stages <==
cell	delay (ns)
clkdlybuf4s50_1	0.56
nor4bb_1	0.52
a22oi_1	0.21
nand3_1	0.16
mux2_2	0.37
nor2_1	0.09
clkdlybuf4s50_1	0.48
==> stage by stage <==
stage / setup WS (ns) / total power [W]
floorplan: 4.94 / 0.000198
global placement: 3.49 / 0.000481
detailed placement: 3.54 / 0.000483
CTS: 3.53 / 0.000575
global route: 3.39 / 0.000604
finish: 3.55 / 0.000576
==> layout make-up <==
type	instances	area, µm²
Clock buffer	3	75.1
Clock inverter	1	7.51
Fill cell	6102	43600
Inverter	9	33.8
Multi-Input combinational cell	788	5640
Sequential cell	25	500
Tap cell	748	936
Timing Repair Buffer	458	4480
==> metal layers <==
layer | GRT usage, % | routed length (µm) | vias to the layer above
met5 | 0 | 88 | -
met4 | 3.89 | 1330 | 12
met3 | 5.94 | 7790 | 139
met2 | 27.0 | 27100 | 1093
met1 | 21.5 | 23100 | 5330
li1 | - | - | 4725
==> cells in the final DEF (no fill, tap or decap), types with 3 or more instances in the layout <==
cell               n
inv_1              9
and2_1            18
and4bb_2           3
and4b_1            4
nor2b_1            5
nand4b_1           3
a222oi_1         159
nor4_1             3
buf_4             42
or3_1              6
nor3b_4            4
a21oi_1           12
o211ai_1           3
and3_2             7
nor3_4             4
nand4bb_1          5
clkbuf_16          3
and3_1             4
o21ai_0            3
clkdlybuf4s50_1  416
nor4bb_1           3
nor2_1            59
nand2_1          170
a22oi_1          215
a31oi_1           31
nor4bb_4           4
nor3_1            10
dfxtp_1           25
nand3_1            8
o21a_1             4
==> how the worst min path moves through the flow <==
stage | end | slack (ns) | depth (start not counted)
6_report | muxcont_1.last[0] | 0.65 | 2
5_1_grt | muxcont_1.last[2] | 0.71 | 2
4_1_cts | muxcont_1.last[2] | 0.65 | 2
Power is estimated from default activity; no workload was simulated.
