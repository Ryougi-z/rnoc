## ./run.sh

```bash
#!/bin/bash
# OpenROAD 26Q1-2900-gdf79404cd8, Yosys 0.63+post, stock flow scripts
make -C /OpenROAD-flow-scripts/flow DESIGN_CONFIG=/design/flow/config.mk WORK_HOME=/design/flow/orfs finish
```

## ./config.mk

```make
export PLATFORM = sky130hd
export DESIGN_NAME = simple_fifo
export DESIGN_NICKNAME = simple_fifo
export VERILOG_FILES = /design/flow/design.v
export SDC_FILE = /design/flow/constraint.sdc
export NUM_CORES = 4
export LEC_CHECK = 1
export CORE_UTILIZATION = 30
```

## ./constraint.sdc

```tcl
current_design simple_fifo

set clk_period 12.1
set clk_io_pct 0.2

create_clock -name clk0 -period $clk_period [get_ports {clk}]

set non_clock_inputs [all_inputs -no_clocks]
set_input_delay [expr $clk_period * $clk_io_pct] -clock clk0 $non_clock_inputs
set_output_delay [expr $clk_period * $clk_io_pct] -clock clk0 [all_outputs]
```

## ./design.v

```verilog
module simple_fifo #(
    parameter int DATA_WIDTH = 64,
    parameter int DEPTH = 4,
    parameter int ALMOST_EMPTY_THRESH = 1,
    parameter int ALMOST_FULL_THRESH  = 1
) (
    input  logic                 clk,
    input  logic                 rst,
    input  logic                 wr_en,
    input  logic                 rd_en,
    input  logic [DATA_WIDTH-1:0] din,
    output logic [DATA_WIDTH-1:0] dout,
    output logic                 empty,
    output logic                 full,
    output logic                 almost_empty,
    output logic                 almost_full
);
    localparam int ADDR_WIDTH = $clog2(DEPTH);
    logic [DATA_WIDTH-1:0] mem [0:DEPTH-1];
    logic [ADDR_WIDTH-1:0] wptr, rptr;
    logic [ADDR_WIDTH:0]   count;
    always_ff @(posedge clk or posedge rst) begin
        if (rst) begin
            wptr <= 0;
        end else if (wr_en && !full) begin
            mem[wptr] <= din;
            wptr <= wptr + 1;
        end
    end
    always_ff @(posedge clk or posedge rst) begin
        if (rst) begin
            rptr <= 0;
        end else if (rd_en && !empty) begin
            rptr <= rptr + 1;
        end
    end
    always_ff @(posedge clk or posedge rst) begin
        if (rst) begin
            count <= 0;
        end else begin
            case ({wr_en && !full, rd_en && !empty})
                2'b10: count <= count + 1;
                2'b01: count <= count - 1;
                default: count <= count;
            endcase
        end
    end
    assign dout = mem[rptr];
    assign empty = (count == 0);
    assign full  = (count == DEPTH);
    assign almost_empty = (count <= ALMOST_EMPTY_THRESH);
    assign almost_full  = (count >= (DEPTH - ALMOST_FULL_THRESH));
endmodule
```

==> deck_impl_summary.md <==
Flow Results at a Glance

Outcome
  • Result of the run: complete, no violations

Placed design
  • HPWL Detailed: approximately 11 mm
  • Worst setup slack after placement: a little under 7 ns
  • IO Port Bufs: about 140
  • Placer's final routability congestion estimate: between 0.7 and 0.8
  • # placed instances: roughly 1100

Worst setup path
  • Cell breakdown of the critical path: inv_1 -> ha_2 -> buf_4 -> a222oi_1 -> mux2i_1 -> clkdlybuf4s50_1
  • Max FO, Critical Path: 38
  • Kind of cell with the highest combined delay on the critical path: buffers and inverters
  • CP Data Required Time: 9.68 ns
  • Highest cell delay on the worst timing path: ~0.64 ns
  • Buffering stage count on the worst path with inverters included: 3
  • Worst reg2reg path startpoint: count[0]
  • CP arrival: between 3 and 4 ns
  • CP Capture Type: output port
  • Type of the setup path with the least slack: reg -> out
  • Category of the worst setup path launch point: flop
  • Slowest stage cell on the critical path: sky130_fd_sc_hd__ha_2
  • Reg2reg end: mem[0][40]
  • Worst Reg-to-Reg Cells: 6
  • Worst reg2reg setup slack: between 9 and 10 ns

Clock tree
  • Clk latency late pin: 0.54 ns
  • Post-CTS Setup Inserts: 0
  • Number of sinks driven by the clock tree: 263
  • Clk Tree Root Cell: sky130_fd_sc_hd__clkbuf_16
  • Clock slew at the register clock pins of the worst setup and hold paths: about 0.06 ns
  • Clock tree from TritonCTS: yes
  • Cell resize tally after clock tree synthesis: 0
  • Clock tree buffer depth: 3
  • CTS H-Tree Depth: 1
  • Number of buffers added by the clock tree synthesis step: 28
  • Hold buffer count at cts: 0

Min path
  • Startpoint of the lowest-slack hold path: count[1]
  • Worst Hold Class: reg -> reg
  • Hold path cells: 2
  • Endpoint of the worst hold-timing path: count[1]

Floorplan
  • Number of rows in the core area: roughly 66
  • Chip Width: about 180 um
  • Initial Util: 30.6%
  • DIE HEIGHT: 185 um
  • Ports: approximately 140
  • Chip area: approximately 34000 um^2
  • Core outline area: between 30000 and 40000 um^2

Power and ir drop
  • Share of total power in sequential cells: 39.9%
  • Internal Pwr Total: around 2.1 mW
  • Net Switching: around 0.80 mW
  • Switching Fraction: around 28%
  • Cell area power density: around 230 nW/um^2
  • Standby leakage power: approximately 4.3 nW
  • Logic gate share of total power: 32.9%
  • Clock network fraction of design power: 27.3%
  • Highest ir drop seen on vdd: 0.116 mV

Route
  • Final Routed Wirelength: around 20 mm
  • Routed WL per cell: 17.7 um
  • Violation count after the first detailed-route iteration: a little under 400
  • Number of diodes added for antenna fixing: 0
  • Vias after detailed routing: about 5200
  • Drt via density: roughly 4.6
  • TritonRoute pass-1 iters: 8
  • Drc violations: 0
  • Final ANT Viol Nets: 0

Timing
  • Setup clock skew after layout: between 0.009 and 0.01 ns
  • Setup Total Neg Slack: 0 ns
  • Max-slew headroom: 50.5%
  • Max Fclk: 0.176 GHz
  • Count of endpoints failing hold in the final timing report: 0
  • Final cycle utilization of the critical path: a little under half
  • Min Tclk post-route: around 5.7 ns
  • Max-slew violation total from the final report: 0
  • Slew at the pin with the worst max-slew slack: 0.743 ns
  • Setup slack after layout: 6.40 ns
  • Unrepaired setup endpoints after global routing: false
  • Final count of negative-setup-slack endpoints: 0

Synthesis
  • Proportion of netlist area held by the largest area contributor: slightly below 80%
  • Most area-consuming cells after synthesis: sky130_fd_sc_hd__edfxtp_1 77%, sky130_fd_sc_hd__a222oi_1 6.4%, sky130_fd_sc_hd__mux2i_1 6.4%
  • Fraction of registers with async set or reset after synthesis: between 2 and 3%
  • Top_reg_cell synth: sky130_fd_sc_hd__edfxtp_1
  • Number of warnings reported in the yosys synthesis log: 2
  • Number of synthesized flops with an enable pin: about 260
  • Leading area contributor after synthesis: sky130_fd_sc_hd__edfxtp_1
  • Unique cell type count in the Yosys netlist: 20
  • Post-synth top cells: 256 x sky130_fd_sc_hd__edfxtp_1, 74 x sky130_fd_sc_hd__inv_1, 64 x sky130_fd_sc_hd__a222oi_1, 64 x sky130_fd_sc_hd__mux2i_1
  • Post-synthesis register bit count: ~260
  • Seq/Total Area, Yosys: 78.7%
  • Mean Syn Cell Area: roughly 19 um^2
  • Leading cell type by number of instances after synthesis: sky130_fd_sc_hd__edfxtp_1
  • Post-synthesis cell count: 532
  • Post-synthesis instance area: roughly 10000 um^2
  • Yosys Chip Area: between 9000 and 10000 um^2
  • Post-synthesis cell count from yosys: between 500 and 600

Run
  • Total of max-cap violations: 0
  • Number of OpenROAD warnings: 34

Global routing
  • Remaining global-route overflow: 0
  • Pin count of the biggest net entering global routing: slightly above 40
  • First-pass GRT wire length: 31.2 mm
  • All-Layer GR Usage: ~13%
  • Initial antenna violation count: 1
  • Vias in the first global route: between 5000 and 6000

Final layout
  • Area Growth Syn to Fin: 26.1%
  • Final standard cell count with taps included and fillers excluded: about 1100
  • Fraction of final layout cells with drive strength greater than 1: 8.61%
## state kept, by name, indices dropped and copies added, names as in the netlist
signal  cells
wptr        2
count       3
mem       256
rptr        2
## cell type report
| class | instances | area [um^2] |
|---|---|---|
| well taps | 442 | 553 |
| repair buffers | 143 | 1410 |
| clock buffers | 31 | 712 |
| multi-input cells | 167 | 1660 |
| flip-flops and latches | 263 | 7860 |
| fillers | 2951 | 20000 |
| clock inverters | 19 | 131 |
| inverters | 74 | 278 |
## metal layers
metal  track usage, %  share of wire [%]
met5                0              0.059
met4             2.13                2.0
met3             7.20                 12
met2             18.9                 44
met1             17.8                 42
## kinds of logic after synthesis
family | Yosys count | synth area share, %
buf+inv | 102 | 5.06
flops | 263 | 78.7
simple gates | 12 | 0.701
compound gates | 71 | 6.84
mux | 66 | 6.63
xor+xnor | 4 | 0.350
fa+ha+maj | 14 | 1.75
## worst min-delay path: stages (launching register included)
cell	delay [ns]
sky130_fd_sc_hd__dfrtp_1	0.38
sky130_fd_sc_hd__nand2_1	0.06
sky130_fd_sc_hd__o21ai_0	0.06
## per-stage QoR
step	power, mW	util, %	hold WS (ns)	instance area, um^2
after detailed placement	2.13	36.1	0.518	11800
after global routing	3.04	38.6	0.566	12600
final	2.87	38.6	0.539	12600
after floorplan	1.63	-	0.478	9990
after CTS	2.92	38.6	0.540	12600
after global placement	2.13	36.1	0.509	11800
## power by group through the flow
stage,sequential [mW],combinational [mW],clock [mW]
CTS,1.14,0.972,0.802
global route,1.15,1.05,0.838
finish,1.14,0.942,0.781
## layout by cell type (no fill, tap or decap), drive strengths merged, types with 2 or more instances in the layout
master | netlist | routed
clkdlybuf4s50 | 0 | 135
nor2 | 4 | 4
dfrtp | 7 | 7
ha | 14 | 14
clkbuf | 0 | 31
mux2i | 64 | 64
clkinvlp | 0 | 2
and2 | 5 | 5
inv | 74 | 75
clkinv | 0 | 15
a222oi | 64 | 64
a21oi | 2 | 2
edfxtp | 256 | 256
mux2 | 2 | 2
buf | 28 | 8
xnor2 | 4 | 4
o21ai | 2 | 2
## how the worst max path moves through the flow
| stage | start | to | depth (start not counted) |
|---|---|---|---|
| 5_1_grt | rptr[0] | dout[10] | 6 |
| 6_report | rptr[0] | dout[10] | 6 |
| 4_1_cts | rptr[0] | dout[55] | 6 |
No activity file was given, so power comes from the tool's default toggle rates.
