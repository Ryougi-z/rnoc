==> ./design.v <==
module fifo (
	idata,
	odata,
	wr_en,
	rd_en,
	empty,
	full,
	ordy,
	clk,
	rst_
);
input	[34:0]	idata;
output	[34:0]	odata;
input			wr_en;
input			rd_en;
output			empty;
output			full;
output			ordy;
input	clk, rst_;
reg	[34:0]	ram	[0:4];
reg	[2:0]	rd_addr, wr_addr;
reg	[3:0]	d_cnt;
wire			set;
integer	i;
always @ (posedge clk) begin
	if (rst_ == 1'b0)
		wr_addr	<= 0;
	else if (set)
		if (wr_addr == 4)
			wr_addr	<= 0;
		else
			wr_addr	<= wr_addr + 1;
end
always @ (posedge clk) begin
	if (rst_ == 1'b0)
		rd_addr	<= 0;
	else if (~empty & rd_en)
		if (rd_addr == 4)
			rd_addr	<= 0;
		else
			rd_addr	<= rd_addr + 1;
end
always @ (posedge clk) begin
	if (rst_ == 1'b0)
		d_cnt	<= 0;
	else if (~full  & wr_en & ~(rd_en & ~empty))
		d_cnt	<= d_cnt + 1;
	else if (~empty & rd_en & ~wr_en)
		d_cnt	<= d_cnt - 1;
end
assign	full	= (d_cnt == 5);
assign	empty	= (d_cnt == 0);
assign	set	= (~full | rd_en) & wr_en;
assign	ordy	= ((5 - d_cnt) >= 5) ? 1'b1 : 1'b0;
assign	odata	= ~empty ? ram[rd_addr] : 0;
always @ (posedge clk) begin
	if (rst_ == 1'b0)
		for (i = 0; i < 5; i = i + 1)
			ram[i]	<= 0;
	else if (set)
		ram[wr_addr]	<= idata;
end
endmodule
module inputc (
        idata,
        ivalid,
        ivch,
        oack,
        ordy,
        olck,
        odata,
        ovalid,
        ovch,
        irdy_0,
        irdy_1,
        irdy_2,
        irdy_3,
        irdy_4,
        ilck_0,
        ilck_1,
        ilck_2,
        ilck_3,
        ilck_4,
        grt_0,
        grt_1,
        grt_2,
        grt_3,
        grt_4,
        port,
        req,
        my_xpos,
        my_ypos,
        clk,
        rst_
);
parameter       ROUTERID= 0;
parameter       PCHID   = 0;
input   [34:0]      idata;
input                   ivalid;
input   [0:0]       ivch;
output  [1:0]        oack;
output  [1:0]        ordy;
output  [1:0]        olck;
output  [34:0]      odata;
output                  ovalid;
output  [0:0]       ovch;
input   [1:0]        irdy_0;
input   [1:0]        irdy_1;
input   [1:0]        irdy_2;
input   [1:0]        irdy_3;
input   [1:0]        irdy_4;
input   [1:0]        ilck_0;
input   [1:0]        ilck_1;
input   [1:0]        ilck_2;
input   [1:0]        ilck_3;
input   [1:0]        ilck_4;
input                   grt_0;
input                   grt_1;
input                   grt_2;
input                   grt_3;
input                   grt_4;
output  [2:0]      port;
output                  req;
input   [1:0]     my_xpos;
input   [1:0]     my_ypos;
input   clk, rst_;
wire    [34:0]      odata0;
wire                    ovalid0;
wire    [0:0]       ovch0;
wire    [2:0]      port0;
wire                    req0;
wire                    send0;
wire    [34:0]      bdata0;
wire    [2:0]      btype0;
wire    [34:0]      odata1;
wire                    ovalid1;
wire    [0:0]       ovch1;
wire    [2:0]      port1;
wire                    req1;
wire                    send1;
wire    [34:0]      bdata1;
wire    [2:0]      btype1;
wire    [1:0]        vcsel;
assign  oack[0]        = send0;
assign  oack[1]        = send1;
vcmux vcmux (
        .ovalid0 ( ovalid0 ),
        .ovalid1 ( ovalid1 ),
        .odata0  ( odata0 ),
        .odata1  ( odata1 ),
        .ovch0   ( ovch0 ),
        .ovch1   ( ovch1 ),
        .req0    ( req0 ),
        .req1    ( req1 ),
        .port0   ( port0 ),
        .port1   ( port1 ),
        .ovalid  ( ovalid ),
        .odata   ( odata  ),
        .ovch    ( ovch   ),
        .req     ( req    ),
        .port    ( port   ),
        .vcsel   ( vcsel  ),
        .clk     ( clk    ),
        .rst_    ( rst_   )
);
vc #( ROUTERID, PCHID, 0 ) vc_0 (
       .bdata ( bdata0  ),
       .send  ( send0   ),
       .olck  ( olck[0] ),
       .irdy_0( irdy_0  ),
       .irdy_1( irdy_1  ),
       .irdy_2( irdy_2  ),
       .irdy_3( irdy_3  ),
       .irdy_4( irdy_4  ),
       .ilck_0( ilck_0  ),
       .ilck_1( ilck_1  ),
       .ilck_2( ilck_2  ),
       .ilck_3( ilck_3  ),
       .ilck_4( ilck_4  ),
       .grt_0 ( vcsel[0] ? grt_0 : 1'b0 ),
       .grt_1 ( vcsel[0] ? grt_1 : 1'b0 ),
       .grt_2 ( vcsel[0] ? grt_2 : 1'b0 ),
       .grt_3 ( vcsel[0] ? grt_3 : 1'b0 ),
       .grt_4 ( vcsel[0] ? grt_4 : 1'b0 ),
       .req   ( req0    ),
       .port  ( port0   ),
       .ovch  ( ovch0   ),
       .clk ( clk  ),
       .rst_( rst_ )
);
vc #( ROUTERID, PCHID, 1 ) vc_1 (
       .bdata ( bdata1  ),
       .send  ( send1   ),
       .olck  ( olck[1] ),
       .irdy_0( irdy_0  ),
       .irdy_1( irdy_1  ),
       .irdy_2( irdy_2  ),
       .irdy_3( irdy_3  ),
       .irdy_4( irdy_4  ),
       .ilck_0( ilck_0  ),
       .ilck_1( ilck_1  ),
       .ilck_2( ilck_2  ),
       .ilck_3( ilck_3  ),
       .ilck_4( ilck_4  ),
       .grt_0 ( vcsel[1] ? grt_0 : 1'b0 ),
       .grt_1 ( vcsel[1] ? grt_1 : 1'b0 ),
       .grt_2 ( vcsel[1] ? grt_2 : 1'b0 ),
       .grt_3 ( vcsel[1] ? grt_3 : 1'b0 ),
       .grt_4 ( vcsel[1] ? grt_4 : 1'b0 ),
       .req   ( req1    ),
       .port  ( port1   ),
       .ovch  ( ovch1   ),
       .clk ( clk  ),
       .rst_( rst_ )
);
assign  odata0   = send0 && btype0 != 3'b000 ? bdata0 : 35'b0;
assign  odata1   = send1 && btype1 != 3'b000 ? bdata1 : 35'b0;
assign  ovalid0  = send0 && btype0 != 3'b000;
assign  ovalid1  = send1 && btype1 != 3'b000;
assign  btype0  = bdata0[34:32];
assign  btype1  = bdata1[34:32];
rtcomp rc0 (
        .addr   ( bdata0[3:0] ),
        .ivch   ( bdata0[11:8] ),
        .en     ( btype0 == 3'b001 || btype0 == 3'b011 ),
        .port   ( port0  ),
        .ovch   ( ovch0  ),
        .my_xpos( my_xpos ),
        .my_ypos( my_ypos ),
        .clk    ( clk  ),
        .rst_   ( rst_ )
);
rtcomp rc1 (
        .addr   ( bdata1[3:0] ),
        .ivch   ( bdata1[11:8] ),
        .en     ( btype1 == 3'b001 || btype1 == 3'b011 ),
        .port   ( port1  ),
        .ovch   ( ovch1  ),
        .my_xpos( my_xpos ),
        .my_ypos( my_ypos ),
        .clk    ( clk  ),
        .rst_   ( rst_ )
);
fifo    ibuf0 (
        .idata  ( ivch == 0 ? idata  : 35'b0 ),
        .odata  ( bdata0 ),
        .wr_en  ( ivch == 0 ? ivalid : 1'b0 ),
        .rd_en  ( send0 ),
        .empty  (   ),
        .full   (   ),
        .ordy   ( ordy[0]        ),
        .clk    ( clk  ),
        .rst_   ( rst_ )
);
fifo    ibuf1 (
        .idata  ( ivch == 1 ? idata  : 35'b0 ),
        .odata  ( bdata1 ),
        .wr_en  ( ivch == 1 ? ivalid : 1'b0 ),
        .rd_en  ( send1 ),
        .empty  (   ),
        .full   (   ),
        .ordy   ( ordy[1]        ),
        .clk    ( clk  ),
        .rst_   ( rst_ )
);
endmodule
module rtcomp (
	addr,
	ivch,
	en,
	port,
	ovch,
	my_xpos,
	my_ypos,
	clk,
	rst_
);
input	[3:0]	addr;
input	[3:0]	ivch;
input			en;
output	[2:0]	port;
output	[0:0]	ovch;
input	[1:0]	my_xpos;
input	[1:0]	my_ypos;
input	clk;
input	rst_;
wire	[2:0]	port0;
reg	[2:0]	port1;
wire	[0:0]	ovch0;
reg	[0:0]	ovch1;
wire	[1:0]	dst_xpos;
wire	[1:0]	dst_ypos;
wire	[1:0]	delta_x1;	 
wire	[1:0]	delta_x3;	 
assign	dst_xpos= addr[1:0];
assign	dst_ypos= addr[3:2];
assign	port	= en ? port0 : port1;
assign	ovch	= en ? ovch0 : ovch1;
always @ (posedge clk) begin
	if (rst_ == 1'b0) begin
		port1	<= 0;
		ovch1	<= 0;
	end else if (en) begin
		port1	<= port0;
		ovch1	<= ovch0;
	end
end
assign	port0	= ( dst_xpos == my_xpos && dst_ypos == my_ypos ) ? 4 :
                  ( dst_xpos > my_xpos ) ? 1 :
                  ( dst_xpos < my_xpos ) ? 3 :
                  ( dst_ypos > my_ypos ) ? 2 : 0;
assign ovch0	= ivch;
endmodule
module vc (
        bdata,
        send,
        olck,
        irdy_0,
        irdy_1,
        irdy_2,
        irdy_3,
        irdy_4,
        ilck_0,
        ilck_1,
        ilck_2,
        ilck_3,
        ilck_4,
        grt_0,
        grt_1,
        grt_2,
        grt_3,
        grt_4,
        req,
        port,
        ovch,
        clk,
        rst_
);
parameter       ROUTERID= 0;
parameter       PCHID   = 0;
parameter       VCHID   = 0;
input   [34:0]      bdata;
output                  send;
output                  olck;
input   [1:0]        irdy_0;
input   [1:0]        irdy_1;
input   [1:0]        irdy_2;
input   [1:0]        irdy_3;
input   [1:0]        irdy_4;
input   [1:0]        ilck_0;
input   [1:0]        ilck_1;
input   [1:0]        ilck_2;
input   [1:0]        ilck_3;
input   [1:0]        ilck_4;
input                   grt_0;
input                   grt_1;
input                   grt_2;
input                   grt_3;
input                   grt_4;
output                  req;
input   [2:0]      port;
input   [0:0]       ovch;
input   clk, rst_;
reg     [1:0]           state;
wire    [2:0]      btype;
reg                     req;      
wire                    ilck;     
wire                    grt;	  
wire                    irdy;	  
reg                     send;
assign  btype   = bdata[34:32];
assign  ilck    = (
                   (port == 0 && ilck_0[ovch]) ||
                   (port == 1 && ilck_1[ovch]) ||
                   (port == 2 && ilck_2[ovch]) ||
                   (port == 3 && ilck_3[ovch]) ||
                   (port == 4 && ilck_4[ovch]) );
assign  grt     = (
                   (port == 0 && grt_0) ||
                   (port == 1 && grt_1) ||
                   (port == 2 && grt_2) ||
                   (port == 3 && grt_3) ||
                   (port == 4 && grt_4) );
assign  irdy    = (
                   (port == 0 && irdy_0[ovch]) ||
                   (port == 1 && irdy_1[ovch]) ||
                   (port == 2 && irdy_2[ovch]) ||
                   (port == 3 && irdy_3[ovch]) ||
                   (port == 4 && irdy_4[ovch]) );
assign  olck    = (state != 2'b00);
always @ (posedge clk) begin
	if (rst_ == 1'b0) begin
		state	<= 2'b00;
		send	<= 1'b0;
		req	<= 1'b0;
	end else begin
		case (state)
		2'b00: begin
			if (btype == 3'b001 ||
			    btype == 3'b011) begin
				state	<= 2'b01;
				send	<= 1'b0;
				req	<= 1'b1;
			end
		end
                2'b01: begin
			if (ilck == 1'b1) begin
				req     <= 1'b0;
			end if (grt == 1'b0) begin
				req     <= 1'b1;
			end if (irdy == 1'b1 && grt == 1'b1) begin
                                state   <= 2'b10;
				send	<= 1'b1;
				req     <= 1'b1;
			end
                end
		2'b10: begin
			if (btype == 3'b011 ||
			    btype == 3'b010) begin
				state	<= 2'b00;
				send	<= 1'b0;
				req	<= 1'b0;
			end
		end
		endcase
	end
end
endmodule
module vcmux (
        ovalid0,
        ovalid1,
        odata0,
        odata1,
        ovch0,
        ovch1,
        req0,
        req1,
        port0,
        port1,
        ovalid,
        odata,
        ovch,
        req,
        port,
        vcsel,
        clk,
        rst_
);
input                   ovalid0;
input                   ovalid1;
input   [34:0]      odata0;
input   [34:0]      odata1;
input   [0:0]       ovch0;
input   [0:0]       ovch1;
input                   req0;
input                   req1;
input   [2:0]      port0;
input   [2:0]      port1;
output                  ovalid;
output  [34:0]      odata;
output  [0:0]       ovch;
output                  req;
output  [2:0]      port;
output  [1:0]        vcsel;
input   clk, rst_;
reg    [1:0]         last;
wire   [1:0]         grt;
wire   [1:0]         hold;
wire                    anyhold;
assign  hold    = last & {req1, req0};
assign  anyhold = |hold;
assign  vcsel   = grt;
always @ (posedge clk) begin
        if (rst_ == 1'b0)
                last    <= 2'b0;
        else if (last != grt)
                last    <= grt;
end
assign  grt[0]  = anyhold ? hold[0] : ( req0);
assign  grt[1]  = anyhold ? hold[1] : (!req0 &  req1);
assign  ovalid  = ovalid0 | ovalid1;
assign  req     = req0 | req1;
assign  odata   =
                  (last[0] == 1'b1) ? odata0 :
                  (last[1] == 1'b1) ? odata1 : 35'b0;
assign  ovch    =
                  (last[0] == 1'b1) ? ovch0 :
                  (last[1] == 1'b1) ? ovch1 : 1'b0;
assign  port    =
                  (vcsel[0] == 1'b1) ? port0 :
                  (vcsel[1] == 1'b1) ? port1 : 3'b0;
endmodule
==> ./run.sh <==
#!/bin/bash
# OpenROAD 26Q1-2900-gdf79404cd8, Yosys 0.63+post, stock flow scripts
make -C /OpenROAD-flow-scripts/flow DESIGN_CONFIG=/design/flow/config.mk WORK_HOME=/design/flow/orfs finish
==> ./config.mk <==
export PLATFORM = sky130hd
export DESIGN_NAME = inputc
export DESIGN_NICKNAME = inputc
export VERILOG_FILES = /design/flow/design.v
export SDC_FILE = /design/flow/constraint.sdc
export NUM_CORES = 4
export LEC_CHECK = 1
export CORE_UTILIZATION = 40
==> ./constraint.sdc <==
current_design inputc

set clk_period 13.8
set clk_io_pct 0.2

create_clock -name clk0 -period $clk_period [get_ports {clk}]

set non_clock_inputs [all_inputs -no_clocks]
set_input_delay [expr $clk_period * $clk_io_pct] -clock clk0 $non_clock_inputs
set_output_delay [expr $clk_period * $clk_io_pct] -clock clk0 [all_outputs]
==> impl_metrics.csv <==
group,metric,value,unit
run_status,status,"completed",
logic_synthesis,yosys_warnings,5,
run,warnings,37,
logic_synthesis,postSynth.asyncResetShare,0,
cts,cts_setup_buffers,0,
worst_setup_path,reg2reg_depth,10,
worst_setup_path,critical_path.endpoint_type,"primary output",
finish,filler_cell_count,5625,
floorplan,pin_count,115,
timing,setup_total_negative_slack,0,ps
floorplan,core_region_area,0.0662,mm^2
cts,clock_tree.htree_level_count,2,
power,vdd_drop_max,0.113,mV
worst_setup_path,crit_buf_inv,3,
timing,fin_skew,34.6,ps
worst_setup_path,crit_path_end,"port[1]",
logic_synthesis,synth_area_per_cell,14.4,um^2
cts,cts_root_buffer,"clkbuf_16",
power,power.leakage,10.7,nW
finish,share_of_final_layout_standard_cells_stronger_than_drive_strength_1,0.154,
worst_setup_path,worst-path-stages,9,
worst_setup_path,origin_of_the_worst_setup_path,"my_ypos[1]",
routing,initialDrtViolationCount,868,
placed_design,gp_congestion,0.943,
routing,detail_route.first_pass.iterations,5,
worst_setup_path,crit_chain,"clkdlybuf4s50_1 -> inv_1 -> ha_1 -> nor2b_1 -> o2111ai_1 -> a21oi_1 -> mux2i_1 -> o22ai_1 -> clkdlybuf4s50_1",
routing,detail_route.drc_violations,0,
floorplan,chipArea,0.0685,mm^2
routing,via_per_inst,5.50,
timing,timing.final.ws_setup,5910,ps
logic_synthesis,mapped_cells,1875,
logic_synthesis,synth-seq-cells,608,
floorplan,core.rowCount,94,
timing,fin_crit_sh,0.572,
global_routing,overflow,0,
cts,clock-sinks,608,
timing,final.min_clock_period,7890,ps
global_routing,grt_pass1_wl,101000,um
logic_synthesis,post_synth_instance_area,0.0270,mm^2
worst_setup_path,startpoint_type,"input port",
logic_synthesis,enable_flop_cells,560,
worst_setup_path,arrival,5130,ps
timing,number_of_hold_violations_in_the_final_report,0,
cts,clk-insertion-delay-late,640,ps
cts,tritoncts,"yes",
worst_setup_path,timing.setup.critical_path_class,"in2out",
worst_setup_path,cpPeakStageDelay,480,ps
cts,hold_buf_count_cts,0,
floorplan,die_w,262,um
timing,unrepaired_setup_endpoints_after_global_routing,"no",
hold_path,min_path_type,"reg2reg",
routing,drt_wl_total,68100,um
logic_synthesis,ys.flop_type,"edfxtp_1",
global_routing,grt_antenna_before_repair,7,
routing,number_of_vias_after_detailed_routing,15900,
worst_setup_path,timing.critical_path.required,11040,ps
cts,cts_resized,0,
floorplan,vertical_die_size,262,um
global_routing,gr-usage-all-layers,0.220,
run,maxCapViolations,0,
cts,tritoncts.num_buffers,60,
worst_setup_path,critical-path-top-delay-family,"buffers and inverters",
timing,achievable-frequency,0.127,GHz
timing,tightest_slew,774,ps
cts,clock_path_buffers,3,
worst_setup_path,critical_path.most_common_cell,"clkdlybuf4s50_1",
finish,synthToLayoutAreaGrowth,15.0,%
power,power-per-cell-area,128,mW/mm^2
global_routing,maximum_number_of_pins_on_one_net_before_global_route_repair,44,
placed_design,dpl.hpwl,41200,um
logic_synthesis,synth_sequential_area_ratio,0.659,
placed_design,dpl_worst_slack,5930,ps
worst_setup_path,regToRegEndpoint,"vc_1.req",
global_routing,first_global_vias,16900,
timing,slew_headroom,0.482,
timing,count_of_final_setup_violators,0,
logic_synthesis,ys_types,62,
placed_design,total_of_buffers_placed_on_input_and_output_ports,114,
worst_setup_path,reg2reg_slack,9350,ps
logic_synthesis,yosys-stat-area,0.0270,mm^2
cts,clock_slew_at_the_register_clock_pins_of_the_worst_setup_and_hold_paths,60,ps
routing,avgRoutedWirePerCell,23.5,um
routing,ant_nets,0,
timing,maxSlewViolCount,0,
worst_setup_path,critPathMaxFanout,6,
worst_setup_path,master_of_the_slowest_instance_on_the_critical_path,"clkdlybuf4s50_1",
floorplan,initial_core_util,0.408,
logic_synthesis,synth_stat.cells,1875,
[flip-flops by register name, indices dropped and copies added (netlist names), named ones only]
register,count
ibuf1.d_cnt,4
vc_0.state,1
ibuf0.wr_addr,3
ibuf1.ram,280
vcmux.last,2
rc0.port1,4
ibuf1.wr_addr,3
ibuf0.ram,280
ibuf0.d_cnt,4
vc_1.send,1
rc0.ovch1,1
vc_1.state,1
ibuf1.rd_addr,3
vc_0.send,1
vc_0.req,1
rc1.ovch1,1
vc_1.req,1
rc1.port1,4
ibuf0.rd_addr,3
[worst min-delay path, cell delays in order (launching register included)]
cell and delay, ps:
dfxtp_1 300, nand2_1 40, a21boi_0 80
[layout by cell type, fill, tap and decap left out, types with 42 or more instances in the layout]
cell and instances:
buf_4 44, clkbuf_16 61, clkdlybuf4s50_1 112, dfxtp_1 42, edfxtp_1 560, inv_1 98, mux2i_1 82, mux4_2 143
nand2_1 86, nand2b_1 43, nor2_1 385
[cell type report]
| cell class | count | area [um^2] | share of cell area |
|---|---|---|---|
| Sequential cell | 608 | 17800 | 0.573 |
| Multi-Input combinational cell | 1060 | 8450 | 0.272 |
| Clock buffer | 75 | 1580 | 0.0509 |
| Timing Repair Buffer | 158 | 1460 | 0.0471 |
| Tap cell | 864 | 1080 | 0.0348 |
| Inverter | 98 | 368 | 0.0119 |
| Clock inverter | 36 | 302 | 0.00972 |
| Antenna cell | 1 | 2.50 | 0.0000806 |
[cells in the mapped netlist (5+ instances only)]
library cell,instances,area share
buf_4,7,0.0019
ha_1,32,0.015
nor2_1,386,0.054
nand2_1,96,0.013
clkbuf_1,81,0.011
or2_2,6,0.0014
nand2b_1,43,0.010
inv_1,98,0.014
and2_1,16,0.0037
mux4_2,143,0.12
a211oi_1,6,0.0017
nor2b_1,31,0.0072
o21ai_0,21,0.0039
nand4_1,5,0.0012
o22ai_1,40,0.0093
nand3_1,15,0.0028
or3_1,5,0.0012
and3_1,7,0.0016
nor3_1,10,0.0019
dfxtp_1,48,0.036
a21boi_0,5,0.0014
mux2_2,9,0.0038
buf_1,16,0.0022
mux2i_1,82,0.030
edfxtp_1,560,0.62
a21oi_1,36,0.0067
[kinds of logic after synthesis]
logic type      after synthesis  share of synthesized area
flops                       608                      0.659
compound gates              149                     0.0354
fa+ha+maj                    34                     0.0163
mux                         236                      0.155
simple gates                634                      0.102
buf+inv                     207                     0.0302
xor+xnor                      7                    0.00227
[how the worst min path moves through the flow]
stage	from	to	depth (start not counted)
after global routing	rc0.port1[2]	rc0.port1[2]	2
after CTS	rc0.port1[2]	rc0.port1[2]	2
final	rc0.port1[2]	rc0.port1[2]	2
[metrics by stage]
step                      instance area, um^2  cells  total power, mW  hold slack [ps]  utilization
final                                   31000   2900             3.97              478        0.469
after global routing                    31000   2899             4.10              490        0.469
after CTS                               31000   2899             4.00              477        0.469
after detailed placement                29200   2788             2.45              467        0.440
after global placement                  29200   2788             2.45              460        0.440
after floorplan                         27000   1875             2.33              445            -
[layer usage]
| layer | vias up | routed length [um] | GRT usage | part of all wire |
|---|---|---|---|---|
| met5 | - | 66 | 0 | 0.00097 |
| met4 | 10 | 1480 | 0.0392 | 0.022 |
| met3 | 96 | 10200 | 0.147 | 0.15 |
| li1 | 7157 | - | - | - |
| met1 | 7742 | 24300 | 0.277 | 0.36 |
| met2 | 938 | 32100 | 0.333 | 0.47 |
[power by group]
group          switching [mW]  total [mW]  internal [mW]
clock network           0.685        1.55          0.868
logic                   0.191       0.322          0.130
registers              0.0279        2.09           2.06
No activity file was given, so power comes from the tool's default toggle rates.
